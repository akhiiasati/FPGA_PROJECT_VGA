### /design/flow/run.sh
#!/bin/bash
# OpenROAD 26Q1-2900-gdf79404cd8, Yosys 0.63+post, stock flow scripts
make -C /OpenROAD-flow-scripts/flow DESIGN_CONFIG=/design/flow/config.mk WORK_HOME=/design/flow/orfs finish
### /design/flow/config.mk
export PLATFORM = sky130hd
export DESIGN_NAME = red_filter
export DESIGN_NICKNAME = red_filter
export VERILOG_FILES = /design/flow/design.v
export SDC_FILE = /design/flow/constraint.sdc
export NUM_CORES = 4
export LEC_CHECK = 1
export CORE_UTILIZATION = 50
### /design/flow/constraint.sdc
current_design red_filter

set clk_period 6.1
set clk_io_pct 0.2

create_clock -name clk0 -period $clk_period [get_ports {clk}]

set non_clock_inputs [all_inputs -no_clocks]
set_input_delay [expr $clk_period * $clk_io_pct] -clock clk0 $non_clock_inputs
set_output_delay [expr $clk_period * $clk_io_pct] -clock clk0 [all_outputs]
### /design/flow/design.v
module red_filter(
input clk,
    input [7:0] red_color,
    input [7:0] blue_color,
    input [7:0] value,
    output reg [7:0] red_val,
    output reg [7:0] blue_val
);
    integer i, j;
    reg [7:0] reg_value [0:7];  
    reg [7:0] reg_blue_value [0:7];
    always @(posedge clk) begin
       red_val = 8'b0;
       for (i = 0; i < 8; i = i + 1) begin
            reg_value[i] = 8'b0;
        end
        for (i = 0; i < 8; i = i + 1) begin
                 reg_value[i][0] = (red_color[0] * value[i]);
                 reg_value[i][1] = (red_color[1] * value[i]);
                 reg_value[i][2] = (red_color[2] * value[i]);
                 reg_value[i][3] = (red_color[3] * value[i]);
                 reg_value[i][4] = (red_color[4] * value[i]);
                 reg_value[i][5] = (red_color[5] * value[i]);
                 reg_value[i][6] = (red_color[6] * value[i]);
                 reg_value[i][7] = (red_color[7] * value[i]);
                 reg_blue_value[i][0] = (blue_color[0] * value[i]);
                 reg_blue_value[i][1] = (blue_color[1] * value[i]);
                 reg_blue_value[i][2] = (blue_color[2] * value[i]);
                 reg_blue_value[i][3] = (blue_color[3] * value[i]);
                 reg_blue_value[i][4] = (blue_color[4] * value[i]);
                 reg_blue_value[i][5] = (blue_color[5] * value[i]);
                 reg_blue_value[i][6] = (blue_color[6] * value[i]);
                 reg_blue_value[i][7] = (blue_color[7] * value[i]);
        end
        for (i = 0; i < 8; i = i + 1) begin
            red_val = red_val + reg_value[i];
            blue_val = blue_val + reg_blue_value[i];
        end
    end
endmodule
==> deck_impl_summary.md <==
Key Metrics from the Run

Synth
  • Syn Inst Count: about 370
  • And+or+nand+nor area frac: between 15 and 20%
  • Comb area leader: adder cells
  • YS chip area: approximately 3600 sq um
  • Syn Area/Cell: between 9 and 10 sq um
  • Netlist Area Pre-Place: 3590 sq um
  • Yosys synthesis warning count: 3
  • Yosys stat cell total: around 370
  • Adder Share, Synth: around 52%
  • Post-Synth AOI/OAI Area: about 2.1%
  • Post-synth regs: 16
  • Xor+xnor area frac: under 10%
  • Sequential-to-total area share from yosys stat: 8.93%
  • Synth unique cells: 18
  • Mux area share: 0%

Clock tree
  • Skew-Pair Late Insertion Delay: around 0.25 ns
  • Htree depth: 1
  • TritonCTS buffer count: 3
  • Clock sink count: 16
  • CTS root buffer: clkbuf_8
  • Hold-fix buffers, CTS: 0
  • Setup Buffers After CTS: 0
  • Max clock buf depth: 2
  • Reg clk slew, reported paths: about 0.07 ns
  • # resized after CTS: 0
  • CTS tree: done

STA
  • Setup violators final: 0
  • Slew @ Worst Pin: between 0.5 and 0.6 ns
  • RSZ-0062 raised after global routing: no
  • Final Hold Fails: 0
  • Final cycle utilization of the critical path: about nine tenths
  • Slew Limit Fails: 0
  • TNS Setup: 0 ns
  • Worst clock skew: 0.00175 ns
  • Max-slew headroom: between 60% and 70%
  • Final worst path period need: approximately 5.4 ns
  • Fmax: 0.184 GHz

Setup path
  • WP data required: 6.23 ns
  • Crit-path max FO: 15
  • Crit start category: primary input
  • Critical Path End Type: register
  • Reg2reg start: blue_val[3]
  • Worst Path Arrival: around 5.6 ns
  • Critical path startpoint: value[4]
  • Crit Path Category: primary input to register

Power and ir drop
  • Pwr/cell area: 443 nW/um^2
  • Max VDD drop: between 0.0004 and 0.0005 V
  • P_leak: around 2.1 nW

Routing
  • Detail Route Antenna Nets: 0
  • 1st-iter DRT viols: approximately 45
  • WL/cell: 11.6 um
  • Vias: roughly 2300
  • Final Routed Wirelength: 5.91 mm
  • Diode count: 0
  • Via-per-instance ratio: between 4 and 5
  • Residual DRC count: 0
  • Drt pass-1 iters: 4

Die
  • Top Ports: ~41
  • Rows: 30
  • Floorplan utilization: 52.2%
  • Width of the die: 86.7 um
  • Core region area: roughly 6900 sq um
  • Die height: 86.7 um
  • Total die size: ~7500 sq um

Global route
  • Largest net degree at the start of global routing: 16
  • Antenna violations before repair: 0
  • GRT Util Overall: approximately 20%
  • First-pass GRT wire length: between 10 and 15 mm
  • Number of global-route vias before repair: around 2400
  • Total congestion overflow: 0

Cells and area
  • Final Instance Area: a little over 4000 sq um
  • P&R area growth vs syn: 15.8%
  • Top cell excl fill/tap: inv_1
  • Layout cells sized above 1: about 3.4%
  • Commonest non-fill, non-tap cells in the layout: inv_1 (93), fa_1 (84), nand2_1 (58), and2_1 (55), clkdlybuf4s50_1 (40)

Run
  • Tool warnings: 25
  • MaxCap Viol Count: 0

Min path
  • Critical hold path startpoint: blue_val[0]
  • Worst hold path class: register to register

Place
  • Post-DP HPWL: slightly above 5 mm
  • Final GP Congestion: between 0.7 and 0.8
  • Area after DPL: 4110 sq um
  • Port bufs: roughly 40

Status
  • Status: finished, final reports clean
-- critical path, stage by stage --
cell	delay (ns)
clkdlybuf4s50_1	0.71
and2_2	0.34
fa_1	0.52
fa_1	0.44
fa_1	0.54
inv_1	0.05
fa_1	0.53
inv_1	0.07
ha_1	0.28
a21o_1	0.15
a21oi_1	0.23
o21ai_0	0.13
xnor3_1	0.35
-- cells in the mapped netlist, drive strengths merged --
master,count,area (sq um)
xor2,5,43.8
inv,93,349
nand2,58,218
xnor3,5,113
xnor2,14,123
clkbuf,9,33.8
dfxtp,16,320
xor3,2,48.8
fa,84,1680
a21o,6,45.0
a31oi,1,6.26
o21ai,1,5.00
and2,59,374
a21oi,4,20.0
ha,16,200
buf,1,5.00
-- report_power, final --
group	internal (mW)	leakage, nW	total [mW]	switching (mW)
registers	0.193	0.135	0.219	0.0259
logic	0.831	1.94	1.54	0.708
clock network	0.0438	0.0216	0.0833	0.0394
total	1.07	2.09	1.84	0.773
-- sequential cells by signal, summed over array words and instances, names as in the netlist --
signal / count
red_val: 8
blue_val: 8
-- per-stage QoR --
stage          hold WS (ns)  power, mW  util [%]  instances  setup slack [ns]
5_1_grt               0.876       2.14      60.5        509             0.463
3_3_place_gp          0.804       1.78      59.9        506             0.426
2_1_floorplan         0.749       1.42         -        374             0.855
6_report              0.813       1.84      60.5        509             0.672
3_5_place_dp          0.809       1.78      59.9        506             0.407
4_1_cts               0.827       1.88      60.5        509             0.662
-- worst paths after layout --
path,to,cells past startpoint,slack [ns]
max,red_val[7],13,0.67
min,blue_val[0],3,0.81
max reg2reg,blue_val[7],13,2.29
min reg2reg,blue_val[0],3,0.81
-- per-layer routing --
| metal | track usage [%] | part of all wire [%] | routed length [um] |
|---|---|---|---|
| met4 | 1.36 | 0.64 | 38 |
| met1 | 36.0 | 49 | 2870 |
| met3 | 1.55 | 3.2 | 190 |
| met5 | 0 | 0 | 0 |
| met2 | 32.7 | 48 | 2810 |
-- kinds of logic after synthesis --
family          count (synthesis)
simple gates                  117
xor+xnor                       26
buf+inv                       103
compound gates                 12
fa+ha+maj                     100
flops                          16
-- layout make-up --
type	count	area, sq um
clock buffers	3	41.3
flip-flops and latches	16	320
repair buffers	46	445
fillers	612	2720
inverters	93	349
well taps	96	120
multi-input cells	255	2880
Power and IR drop assume default switching activity.
